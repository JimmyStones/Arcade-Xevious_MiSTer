===== design.v =====
module hiscore 
#(
	parameter HS_ADDRESSWIDTH=10,							 
	parameter HS_CONFIGINDEX=3,							 
	parameter HS_DUMPINDEX=4,								 
	parameter CFG_ADDRESSWIDTH=4,							 
	parameter CFG_LENGTHWIDTH=1,							 
	parameter DELAY_CHECKWAIT=6'b111111,				 
	parameter DELAY_CHECKHOLD=3'b111,				 
	parameter WRITE_REPEATCOUNT=8'b1,					 
	parameter WRITE_REPEATDELAY=31'b1111				 
)
(
	input										clk,
	input										reset,
	input		[31:0]						delay,			 
	input										ioctl_upload,
	input										ioctl_download,
	input										ioctl_wr,
	input		[24:0]						ioctl_addr,
	input		[7:0]							ioctl_dout,
	input		[7:0]							ioctl_din,
	input		[7:0]							ioctl_index,
	output	[HS_ADDRESSWIDTH-1:0]	ram_address,	 
	output	[7:0]							data_to_ram,	 
	output	reg							ram_write,		 
	output	reg							ram_access		 
);
localparam HS_DUMPFORMAT=1;	 
reg				downloading_config;
reg				downloading_dump;
reg				uploading_dump;
reg				downloaded_config = 1'b0;
reg				downloaded_dump = 1'b0;
reg				uploaded_dump = 1'b0;
reg	[3:0]		initialised;
assign downloading_config = ioctl_download && (ioctl_index==HS_CONFIGINDEX);
assign downloading_dump = ioctl_download && (ioctl_index==HS_DUMPINDEX);
assign uploading_dump = ioctl_upload && (ioctl_index==HS_DUMPINDEX);
assign ram_access = uploading_dump | ram_write | ram_read;
reg	[31:0] delay_default = 24'hFFFF;							 
reg	[31:0] read_defaultwait = DELAY_CHECKWAIT;			 
reg	[31:0] read_defaultcheck = DELAY_CHECKHOLD;			 
assign ram_address = ram_addr[HS_ADDRESSWIDTH-1:0];
reg	[3:0]								state = 4'b0000;			 
reg	[3:0]								next_state = 4'b0000;	 
reg	[31:0]							wait_timer;					 
reg										ram_read = 1'b0;			 
reg	[CFG_ADDRESSWIDTH-1:0]		counter = 1'b0;			 
reg	[CFG_ADDRESSWIDTH-1:0]		total_entries=1'b0;		 
reg										reset_last = 1'b0;		 
reg	[7:0]								write_counter = 1'b0;	 
reg	[7:0]								last_ioctl_index;			 
reg										last_ioctl_download=0;	 
reg										last_ioctl_upload=0;		 
reg	[24:0]							ram_addr;					 
reg	[24:0]							old_io_addr;
reg	[24:0]							base_io_addr;
wire	[23:0]							addr_base;
reg	[24:0]							end_addr;
reg	[24:0]							local_addr;
wire	[(CFG_LENGTHWIDTH*8)-1:0]	length;
wire	[7:0]								start_val;
wire	[7:0]								end_val;
wire address_we = downloading_config & (ioctl_addr[2:0] == 3'd3);
wire length_we = downloading_config & (ioctl_addr[2:0] == 3'd3 + CFG_LENGTHWIDTH);
wire startdata_we = downloading_config & (ioctl_addr[2:0] == 3'd4 + CFG_LENGTHWIDTH); 
wire enddata_we = downloading_config & (ioctl_addr[2:0] == 3'd5 + CFG_LENGTHWIDTH);
wire [23:0]								address_data_in = {address_data_b3, address_data_b2, ioctl_dout};
wire [(CFG_LENGTHWIDTH*8)-1:0]	length_data_in = (CFG_LENGTHWIDTH == 1'b1) ? ioctl_dout : {length_data_b2, ioctl_dout};
reg	[7:0]								address_data_b3;
reg	[7:0]								address_data_b2;
reg	[7:0]								length_data_b2;
dpram_hs #(.aWidth(CFG_ADDRESSWIDTH),.dWidth(24))
address_table(
	.clk(clk),
	.addr_a(ioctl_addr[CFG_ADDRESSWIDTH+2:3]),
	.we_a(address_we),
	.d_a(address_data_in),
	.addr_b(counter),
	.q_b(addr_base)
);
dpram_hs #(.aWidth(CFG_ADDRESSWIDTH),.dWidth(CFG_LENGTHWIDTH*8))
length_table(
	.clk(clk),
	.addr_a(ioctl_addr[CFG_ADDRESSWIDTH+2:3]),
	.we_a(length_we),
	.d_a(length_data_in),
	.addr_b(counter),
	.q_b(length)
);
dpram_hs #(.aWidth(CFG_ADDRESSWIDTH),.dWidth(8))
startdata_table(
	.clk(clk),
	.addr_a(ioctl_addr[CFG_ADDRESSWIDTH+2:3]),
	.we_a(startdata_we), 
	.d_a(ioctl_dout),
	.addr_b(counter),
	.q_b(start_val)
);
dpram_hs #(.aWidth(CFG_ADDRESSWIDTH),.dWidth(8))
enddata_table(
	.clk(clk),
	.addr_a(ioctl_addr[CFG_ADDRESSWIDTH+2:3]),
	.we_a(enddata_we),
	.d_a(ioctl_dout),
	.addr_b(counter),
	.q_b(end_val)
);
dpram_hs #(.aWidth(8),.dWidth(8))
hiscoredata (
	.clk(clk),
	.addr_a(ioctl_addr[7:0]),
	.we_a(downloading_dump),
	.d_a(ioctl_dout),
	.addr_b(local_addr[7:0]),
	.we_b(ioctl_upload), 
	.d_b(ioctl_din),
	.q_b(data_to_ram)
);
always @(posedge clk)
begin
	if (downloading_config)
	begin
		if(ioctl_wr & (ioctl_addr[2:0] == 3'd1)) address_data_b3 <= ioctl_dout;
		if(ioctl_wr & (ioctl_addr[2:0] == 3'd2)) address_data_b2 <= ioctl_dout;
		if(ioctl_wr & (ioctl_addr[2:0] == 3'd4)) length_data_b2 <= ioctl_dout;
		total_entries <= ioctl_addr[CFG_ADDRESSWIDTH+2:3];
	end
	if ((last_ioctl_download != ioctl_download) && (ioctl_download == 1'b0))
	begin
		if (last_ioctl_index==HS_CONFIGINDEX)
		begin
			downloaded_config <= 1'b1;
		end
		if (last_ioctl_index==HS_DUMPINDEX)
		begin
			downloaded_dump <= 1'b1;
		end
	end
	if ((last_ioctl_upload != ioctl_upload) && (ioctl_upload == 1'b0))
	begin
		if (last_ioctl_index==HS_DUMPINDEX)
		begin
			uploaded_dump <= 1'b1;
			downloaded_dump <= 1'b1;
		end
	end
	last_ioctl_download <= ioctl_download;
	last_ioctl_upload <= ioctl_upload;
	last_ioctl_index <= ioctl_index;
	end_addr <= addr_base + length - 1'b1;
	if(downloaded_config)
	begin
		if (reset_last == 1'b1 && reset == 1'b0)
		begin
			wait_timer = (delay > 1'b0) ? delay : delay_default;
			next_state <= 4'b0000;
			state <= 4'b1111;
			counter <= 1'b0;
			initialised <= initialised + 1'b1;
		end
		reset_last <= reset;
		if (uploading_dump == 1'b1)
		begin
			if (ioctl_addr == 25'b0) begin
				local_addr <= 25'b0;
				base_io_addr <= 25'b0;
				counter <= 1'b0000;
			end
			if (old_io_addr!=ioctl_addr && ram_addr==end_addr[24:0])
			begin
				counter <= counter + 1'b1;
				base_io_addr <= ioctl_addr;
			end
			ram_addr <= addr_base + (ioctl_addr - base_io_addr);
			local_addr <= ioctl_addr;
		end
		if (ioctl_upload == 1'b0 && downloaded_dump == 1'b1 && reset == 1'b0)
		begin
			case (state)
				4'b0000:  
				begin
					local_addr <= 25'b0;
					base_io_addr <= 25'b0;
					ram_read <= 1'b0;
					next_state <= 4'b0001;
					state <= 4'b1111;
					wait_timer <= read_defaultwait;
				end
				4'b0001:  
				begin
					ram_addr <= {1'b0, addr_base};
					ram_read <= 1'b1;
					state <= 4'b0010;
					wait_timer <= read_defaultcheck;
				end
				4'b0010:  
					begin
						if(ioctl_din == start_val)
						begin
							ram_read <= 1'b0;
							next_state <= 4'b0011;
							state <= 4'b1111;
							wait_timer <= read_defaultwait;
						end
						else
						begin
							if (wait_timer > 1'b0)
							begin
								wait_timer <= wait_timer - 1'b1;
							end
							else
							begin
								next_state <= 4'b0001;
								state <= 4'b1111;
								ram_read <= 1'b0;
								wait_timer <= read_defaultwait;
							end
						end
					end
				4'b0011:  
				begin
					ram_addr <= end_addr;
					ram_read <= 1'b1;
					state <= 4'b0100;
					wait_timer <= read_defaultcheck;
				end
				4'b0100:  
					begin
						if (ioctl_din == end_val)
						begin
							if (counter == total_entries)
							begin
								state <= 4'b1001;
								counter <= 1'b0;
								write_counter <= 1'b0;
								ram_write <= 1'b0;
								ram_read <= 1'b0;
								ram_addr <= {1'b0, addr_base};
							end
							else
							begin
								counter <= counter + 1'b1;
								ram_read <= 1'b0;
								state <= 4'b0000;
							end
						end
						else
						begin
							if (wait_timer > 1'b0)
							begin
								wait_timer <= wait_timer - 1'b1;
							end
							else
							begin
								next_state <= 4'b0011;
								state <= 4'b1111;
								ram_read <= 1'b0;
								wait_timer <= read_defaultwait;
							end
						end
					end
				4'b0110:
					begin
						local_addr <= local_addr + 1'b1;
						if (ram_addr == end_addr[24:0])
						begin
							if (counter == total_entries) 
							begin 
								state <= 4'b1000;
							end
							else
							begin
								counter <= counter + 1'b1;
								write_counter <= 1'b0;
								base_io_addr <= local_addr + 1'b1;
								state <= 4'b1001;
							end
						end 
						else 
						begin
							state <= 4'b1010;
						end
						ram_write <= 1'b0;
					end
				4'b1000:  
					begin
						ram_write <= 1'b0;
						if(write_counter < WRITE_REPEATCOUNT)
						begin
							state <= 4'b1111;
							next_state <= 4'b1001;
							local_addr <= 0;
							wait_timer <= WRITE_REPEATDELAY;
						end
					end
				4'b1001:   
					begin
						write_counter <= write_counter + 1'b1;
						state <= 4'b1010;
					end
				4'b1010:  
					begin
						state <= 4'b1110;
						ram_addr <= addr_base + (local_addr - base_io_addr);
						ram_write <= 1'b1;
					end
				4'b1110:  
					begin
						state <= 4'b0110;
					end
				4'b1111:  
					begin
						if (wait_timer > 1'b0)
							wait_timer <= wait_timer - 1'b1;
						else
							state <= next_state;
					end
			endcase
		end
	end
	old_io_addr<=ioctl_addr;
end
endmodule
module dpram_hs #(
	parameter dWidth=8,
	parameter aWidth=8
)(
	input								clk,
	input			[aWidth-1:0]	addr_a,
	input			[dWidth-1:0]	d_a,
	input								we_a,
	output reg	[dWidth-1:0]	q_a,
	input			[aWidth-1:0]	addr_b,
	input			[dWidth-1:0]	d_b,
	input								we_b,
	output reg	[dWidth-1:0]	q_b
);
reg [dWidth-1:0] ram [2**aWidth-1:0];
always @(posedge clk) begin
	if (we_a) begin 
		ram[addr_a] <= d_a;
		q_a <= d_a;
	end
	else
	begin
		q_a <= ram[addr_a];
	end
	if (we_b) begin 
		ram[addr_b] <= d_b;
		q_b <= d_b;
	end
	else
	begin
		q_b <= ram[addr_b];
	end
end
endmodule

===== run.sh =====
#!/bin/bash
# OpenROAD 26Q1-2900-gdf79404cd8, Yosys 0.63+post, stock flow scripts
make -C /OpenROAD-flow-scripts/flow DESIGN_CONFIG=/design/flow/config.mk WORK_HOME=/design/flow/orfs finish

===== config.mk =====
export PLATFORM = sky130hd
export DESIGN_NAME = hiscore
export DESIGN_NICKNAME = hiscore
export VERILOG_FILES = /design/flow/design.v
export SDC_FILE = /design/flow/constraint.sdc
export NUM_CORES = 4
export LEC_CHECK = 1
export CORE_UTILIZATION = 40

===== constraint.sdc =====
current_design hiscore

set clk_period 31.1
set clk_io_pct 0.2

create_clock -name clk0 -period $clk_period [get_ports {clk}]

set non_clock_inputs [all_inputs -no_clocks]
set_input_delay [expr $clk_period * $clk_io_pct] -clock clk0 $non_clock_inputs
set_output_delay [expr $clk_period * $clk_io_pct] -clock clk0 [all_outputs]

==> run summary <==
TritonCTS Buffers - 337
Final Hold Viols - 0
CTS tree - done
number of global-route vias before repair - 95,710
drt wl/cell - 30.97 µm
Total GRT Usage - 0.2622
Sw Pwr - 1.949 mW
clock network power share - 0.446
DR vias - 90,330
aoi share - 0.04518
startpoint types - input pin
Setup Buffers After CTS - 0
Vias/cell - 6.019
worst r2r src - local_addr[0]
Post-synth EDFFs - 2,967
FF-to-FF End - hiscoredata.q_b[7]
Netlist Area Pre-Place - 0.1528 mm²
Power Dens Cells - 52.47 mW/mm²
# rows - 226
cts hold-fix bufs - 0
worst reg2reg path depth - 10
dpl ws - 16,410 ps
worst setup slack after layout - 16,420 ps
DRC errors left - 0
die width - 620.0 µm
part of the power in registers - 0.506
# Cells Yosys - 9,671
crit path DRT - 24,880 ps
final non-filler cell total - 15,010
post-DP HPWL - 288,100 µm
Max-area cell share - 0.5832
Yosys top cell by instances - edfxtp_1
achievable frequency - 68.14 MHz
fin area - 0.1717 mm²
largest net degree at the start of global routing - 116
leakage power - 55.58 nW
Seq share, synth - 0.5985
critical setup path kind - in2out
Iter 0 DRT Violations - 6,567
clk latency late pin - 970 ps
post-CTS resize count - 0
Async SR Flop Fraction - 0
Syn-to-layout area delta - 12.39%
Init Core Util - 0.4026
Setup TNS - 0 ps
Final Setup Violations - 0
Simple Share, Synth - 0.03109
yosys xor share - 0.009574
Inst Count DP - 14,370
run status - finished clean
WP data arrival - 8460 ps
total tool warning count - 45
share of layout cells above drive strength 1 - 0.3839
Cell Type Count - 83
core area - 0.3795 mm²
Clk pin slew, worst setup/hold paths - 60 ps
Area after DPL - 0.1607 mm²
Worst VDD drop - 0.04565 mV
Slew @ Worst Pin - 1288 ps
yosys warns - 60
CTS Buffer Depth - 4
initial antenna violation count - 26
Worst Hold Class - reg2reg
CTS H-tree depth - 5
Max-Cap Viols - 0
DRT antenna net count - 0
drt pass-1 iters - 7
grt ovf - 0
Setup crit end kind - output pin
RSZ-0062 raised after global routing - no
mux frac, synth - 0.2736
ys flops - 3,084
Worst setup startpoint - ioctl_index[4]
Synth area leader - edfxtp_1
Setup Skew - 88.38 ps
Top cells by area - edfxtp_1 (58%), mux2_2 (15%), mux4_2 (11%)
worst rel slew slack - 0.1393
Switching Fraction - 0.2164
Adder Share, Synth - 0.01369
DRT Wirelength - 464,800 µm
Post-synth top flop - edfxtp_1
CTS Sinks - 3,084
CP Capture Point - ram_access
Root Driver - clkbuf_16
Post-Syn Instances - 9,671
I/O Pins - 106
global-route wire length before repair - 675,700 µm
flop2flop setup slack - 24,850 ps
internal power - 7.061 mW
cycle use final - 0.4719
min Tclk post-route - 14,680 ps
WHS - 462.4 ps
Pins Over Slew Limit - 0
fin util - 0.4525
PortBufs - 105
YS chip area - 0.1528 mm²
combinational power share - 0.047
Routability Congestion - 0.9496
Design Power - 9.010 mW
Synth top cells by count - edfxtp_1 (2,967), mux2_2 (2,042), mux4_2 (746)
Die Y - 620.0 µm
die area - 0.3844 mm²
comb area leader - multiplexers
mean post-synth cell area - 15.80 µm²
CP Max Fanout - 4
cell usage in the layout, fill, tap and decap left out, types with 20 or more instances in the layout:
cell type,synthesis,routed
edfxtp_1,2967,2967
o21ai_0,298,298
nand4_1,34,34
nor3_1,58,57
xnor2_1,96,96
clkinv_2,0,47
a31oi_1,26,26
and3_1,20,20
clkdlybuf4s50_1,0,89
clkinv_1,0,68
inv_1,212,211
nand3_1,63,55
a21o_1,25,25
nand2_1,366,346
dfxtp_1,117,117
buf_4,16,460
a21oi_1,159,159
nand2b_1,24,24
mux2i_1,200,200
a221oi_1,62,62
mux4_2,746,746
nor4_1,28,25
a22oi_1,106,106
ha_1,88,88
clkbuf_1,736,70
xor2_1,71,71
o22ai_1,282,282
mux2_2,2042,2042
nor2_1,429,406
fa_1,49,49
clkbuf_16,0,348
bufinv_16,0,32
diode_2,0,22
cell type report:
type	count	area, µm²
antenna	22	55.05
clock buffer	429	9123
clock inverter	184	1874
fill	32020	207800
inverter	216	818.3
multi-input combinational	5481	57340
sequential	3084	91440
tap	5016	6276
timing repair buffer	575	4783
worst max-delay path: stages:
cell and delay, ps:
clkdlybuf4s50_1 440, or4_1 570, nor2_1 360, and3_1 290, or3_1 120, clkdlybuf4s50_1 460
cell families (layout without fill, tap and decap cells):
family | Yosys count | count (layout)
AOI/OAI and AO/OA | 1095 | 1095
muxes | 2988 | 2988
DFF | 3084 | 3084
xor gates and xnor gates | 167 | 167
other | 1 | 23
adders and majority gates | 138 | 138
buffers and inverters | 1106 | 1404
and+or+nand+nor | 1092 | 1092
flip-flops by register name, summed over array words and instances (netlist names), 32 cells and up:
name,count
address_table.ram,384
hiscoredata.ram,2048
startdata_table.ram,128
wait_timer,32
enddata_table.ram,128
length_table.ram,128
power by group through the flow:
stage                 Clock, mW  Combinational [mW]  Sequential, mW
after CTS                  4.09               0.423            4.56
final                      4.02               0.428            4.56
after global routing       4.24               0.460            4.56
how the worst min path moves through the flow:
stage | start | end | slack, ps | depth (start not counted)
final | downloaded_dump | downloaded_dump | 460 | 1
after global routing | downloaded_dump | downloaded_dump | 510 | 1
after CTS | downloaded_dump | downloaded_dump | 470 | 1
per-layer routing:
layer | vias up | routed length [µm] | global-route usage
li1 | 38420 | - | -
met1 | 45770 | 164300 | 0.3378
met2 | 5246 | 209300 | 0.3723
met3 | 868 | 71110 | 0.1703
met4 | 33 | 19580 | 0.08744
met5 | - | 643 | 0.01061
Power and IR drop assume default switching activity.
